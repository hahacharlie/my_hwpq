--- ./run.sh ---
#!/bin/bash
# OpenROAD 26Q1-2900-gdf79404cd8, Yosys 0.63+post, stock flow scripts
make -C /OpenROAD-flow-scripts/flow DESIGN_CONFIG=/design/flow/config.mk WORK_HOME=/design/flow/orfs finish
--- ./config.mk ---
export PLATFORM = sky130hd
export DESIGN_NAME = open_list_queue
export DESIGN_NICKNAME = open_list_queue
export VERILOG_FILES = /design/flow/design.v
export SDC_FILE = /design/flow/constraint.sdc
export NUM_CORES = 4
export LEC_CHECK = 1
export CORE_UTILIZATION = 50
--- ./constraint.sdc ---
current_design open_list_queue

set clk_period 12.3
set clk_io_pct 0.2

create_clock -name clk0 -period $clk_period [get_ports {CLK}]

set non_clock_inputs [all_inputs -no_clocks]
set_input_delay [expr $clk_period * $clk_io_pct] -clock clk0 $non_clock_inputs
set_output_delay [expr $clk_period * $clk_io_pct] -clock clk0 [all_outputs]
--- ./design.v ---
`timescale 1ns / 1ps
module open_list_queue #(
    parameter QUEUE_SIZE = 4,   
    parameter DATA_WIDTH = 32,   
    parameter MAP_WIDTH = 16,   
    parameter MAP_HEIGHT = 16,   
    parameter MAX_F = 32'hFFFFFFFF   
) (
    input logic CLK,
    input logic RSTn,
    input logic i_wrt,   
    input logic i_read,   
    input logic i_valid,   
    input logic [DATA_WIDTH-1:0] i_node_f,
    output logic o_ready_deq,   
    output logic o_ready_enq,   
    output logic o_ready_rep,   
    output logic o_full,   
    output logic o_empty,   
    output logic o_valid,   
    output logic [DATA_WIDTH-1:0] o_node_f
);
  localparam l_bits = $clog2(QUEUE_SIZE);
  logic [(l_bits+1):0] next_size, curr_size;
  logic [QUEUE_SIZE-1:0][DATA_WIDTH-1:0] inQueue, nextInQueue;
  logic [QUEUE_SIZE-1:0][DATA_WIDTH-1:0] outQueue, nextOutQueue;
  logic [QUEUE_SIZE-1:0] inQueueValid;
  logic [QUEUE_SIZE-1:0] nextInQueueValid;
  logic [QUEUE_SIZE-1:0] outQueueValid;
  logic [QUEUE_SIZE-1:0] nextOutQueueValid;
  logic [QUEUE_SIZE-1:0] lessThanPrevInQueue;
  logic [QUEUE_SIZE-1:0] lessThanNextInQueue;
  logic [QUEUE_SIZE-1:0] lessThanSameOutQueue;
  logic [QUEUE_SIZE-1:0] lessThanNextOutQueue;
  logic [QUEUE_SIZE-1:0] lessThanNextNextOutQueue;
  integer i, j;
  assign o_full   = next_size == QUEUE_SIZE;
  assign o_empty  = next_size == '0;
  assign o_node_f = outQueue[0];
  assign o_valid  = outQueueValid[0];
  always_comb begin
    next_size = curr_size;
    nextInQueue = '1;
    nextInQueueValid = '0;
    nextOutQueue = outQueue;
    nextOutQueueValid = outQueueValid;
    if (i_wrt && i_read) begin
      next_size = curr_size;
      if ((i_node_f < outQueue[0]) && (i_node_f < outQueue[1]) && (!inQueueValid[0] || (i_node_f < inQueue[0]))) begin
        nextOutQueue[0] = i_node_f;
        nextOutQueueValid[0] = 1;
      end else begin
        nextInQueue[0] = i_node_f;
        nextInQueueValid[0] = 1;
        nextOutQueue[0] = '1;
        nextOutQueueValid[0] = 0;
      end
    end else if (i_wrt) begin
      next_size = curr_size + 1;
      if ((i_node_f < outQueue[0]) && (i_node_f < outQueue[1]) && (!inQueueValid[0] || (i_node_f < inQueue[0]))) begin
        nextOutQueue[0] = i_node_f;
        nextOutQueueValid[0] = 1;
        nextInQueue[0] = outQueue[0];
        nextInQueueValid[0] = outQueueValid[0];
      end else begin
        nextInQueue[0] = i_node_f;
        nextInQueueValid[0] = 1;
      end
    end else if (i_read) begin
      next_size = curr_size - 1;
      nextOutQueue[0] = '1;
      nextOutQueueValid[0] = 0;
    end
    lessThanPrevInQueue      = '0;
    lessThanNextInQueue      = '0;
    lessThanSameOutQueue     = '0;
    lessThanNextOutQueue     = '0;
    lessThanNextNextOutQueue = '0;
    for (j = 0; j < QUEUE_SIZE; j += 1) begin
      lessThanPrevInQueue[j] = (j > 0) ? (inQueue[j] < inQueue[j-1] ) : !i_wrt || (inQueue[j] <= i_node_f);
      lessThanNextInQueue[j] = (j < QUEUE_SIZE - 1) ? (inQueue[j] < inQueue[j+1]) : 1;
      lessThanSameOutQueue[j] = (inQueue[j] < outQueue[j]);
      lessThanNextOutQueue[j] = (j < QUEUE_SIZE - 1) ? (inQueue[j] < outQueue[j+1]) : 1;
      lessThanNextNextOutQueue[j] = (j < QUEUE_SIZE - 2) ? (inQueue[j] < outQueue[j+2]) : 1;
    end
    for (j = 0; j < QUEUE_SIZE - 1; j += 1) begin
      if (lessThanSameOutQueue[j] && lessThanNextOutQueue[j] && lessThanPrevInQueue[j]) begin
        nextOutQueue[j] = inQueue[j];
        nextOutQueueValid[j] = inQueueValid[j];
      end else if (lessThanNextOutQueue[j] && lessThanNextInQueue[j] && lessThanNextNextOutQueue[j]) begin
        nextInQueue[j+1] = outQueue[j+1];
        nextInQueueValid[j+1] = outQueueValid[j+1];
        nextOutQueue[j+1] = inQueue[j];
        nextOutQueueValid[j+1] = inQueueValid[j];
      end else if ((j == QUEUE_SIZE - 2) && !outQueueValid[j+1] && inQueueValid[j+1]) begin
        nextOutQueue[j+1] = inQueue[j+1];
        nextOutQueueValid[j+1] = inQueueValid[j+1];
      end else begin
        nextInQueue[j+1] = inQueue[j];
        nextInQueueValid[j+1] = inQueueValid[j];
      end
    end
    for (j = 0; j < QUEUE_SIZE - 1; j += 1) begin
      if (!outQueueValid[j] && !nextOutQueueValid[j]) begin
        nextOutQueue[j] = outQueue[j+1];
        nextOutQueueValid[j] = outQueueValid[j+1];
        nextOutQueue[j+1] = '1;
        nextOutQueueValid[j+1] = 0;
      end
    end
  end
  typedef enum {
    WRITE,
    READ
  } State;
  State curr_state;
  State next_state;
  always_comb begin
    case (curr_state)
      WRITE: begin
        o_ready_deq = 1;
        o_ready_enq = 1;
        o_ready_rep = 1;
        if ((i_read && !i_wrt) || (i_read && i_wrt)) begin
          next_state = READ;
        end else begin
          next_state = WRITE;
        end
      end
      READ: begin
        o_ready_deq = 1;
        o_ready_enq = 0;
        o_ready_rep = 0;
        next_state  = WRITE;
      end
      default: begin
        o_ready_deq = 0;
        o_ready_enq = 0;
        o_ready_rep = 0;
        next_state  = WRITE;
      end
    endcase
  end
  always_ff @(posedge CLK) begin
    if (!RSTn) begin
      curr_size <= '0;
      curr_state <= WRITE;
      inQueueValid <= '0;
      outQueueValid <= '0;
      for (i = 0; i < QUEUE_SIZE; i += 1) begin
        inQueue[i]  <= '1;
        outQueue[i] <= '1;
      end
    end else begin
      curr_size     <= next_size;
      curr_state    <= next_state;
      inQueue       <= nextInQueue;
      inQueueValid  <= nextInQueueValid;
      outQueue      <= nextOutQueue;
      outQueueValid <= nextOutQueueValid;
    end
  end
endmodule
==> run notes <==
Physical implementation

The run finished with clean final reports. Entering global routing, the biggest net connects around 80 pins. The number of global-route vias before repair is roughly 18,000. After detailed routing, the number of remaining DRC violations is 0.

The tally of unique sky130hd cells used after synthesis is 73. The maximum clock frequency is 137 MHz. The residual antenna-violating net count after detailed routing is 0.

The number of design-rule violations left by the first detailed-router iteration is 1,403. The count of input and output buffers is between 70 and 80. The routed design ends up with an antenna cell count of 0. The clock latency on the worst-skew pair is 0.56 ns. The most critical hold endpoint after final layout shows a slack of about 0.44 ns. The power report lists cell-internal power as about 2.8 mW. The netlist area before placement is approximately 0.022 sq mm. The post-synthesis share of cell area spent on xor and xnor gates is less than 1%. For reference, the clock transition at the flip-flops on the worst setup and hold paths is about 0.05 ns. The post-synthesis share of cell area spent on and-or and or-and gates is about 25%. The leakage dissipation is 12.7 nW. The total grt overflow is 0. The first-pass GRT wire length is 100,000 um. The final clock period utilization by the worst path is between 50% and 60%.

The number of core rows is approximately 75. For the worst setup path, the data required time is 9.84 ns. The clock network burns 17.5% of the power. A synthesized cell averages between 7 and 8 sq um. The type of origin of the critical path is a primary input. Using the TritonRoute via totals, the vias-per-cell ratio works out to between 5 and 6. The switching portion of total power comes to between 50% and 60%. The floorplan utilization is 51.0%. The clock skew is around 0.019 ns. The number of setup buffers added after CTS is 0. The chip footprint is between 0.04 and 0.05 sq mm. The number of failing hold endpoints at the final stage is 0. In the synthesized netlist, mux cells make up 0.0464% of the area.

In this run the tightest slew margin relative to its limit is between 30% and 40%. The overall routed net length is between 60,000 and 70,000 um. Cells with a size suffix above 1 make up between 3 and 4% of the layout. The worst-case clock buffer depth is 3. The area added between synthesis and finish is 9.35%.

In this run, flip-flops and latches consume 20.5% of the power. The async set-reset flop share out of synthesis is 0%. The share of total power dissipated in combinational logic is 62.0%. The highest fanout seen on the critical path is 8. The element type at the critical path end is an output pin. The first element of the critical path is i_wrt. The warning count from the yosys run is 1. The placed instance area is 0.0225 sq mm. Hold repair after CTS inserted 0 buffers. The design draws about 5.7 mW.

Summed over all instances, the cell type with the most area after synthesis is sky130_fd_sc_hd__ha_1. The most instantiated flip-flop cell in the synthesis netlist is sky130_fd_sc_hd__dfxtp_1. The tool flagged a number of max-cap violations equal to 0. The TritonCTS buffer count is 35. Setup repair after global routing left no endpoint under its margin. Warnings raised by the tools during the run amount to 27. The finished cells cover between 0.02 and 0.025 sq mm. The global-route total usage across every layer is 29.6%.

Counting I/O delays and the setup requirement, the final critical path takes ~7.3 ns. In the final timing run, aggregate negative setup slack is 0 ns. In this run the clock root is driven by a sky130_fd_sc_hd__clkbuf_16. In this run the worst hold path is classified as register to register. By instance count after routing, the leading logic cell type is sky130_fd_sc_hd__ha_1.

Among the non-sequential cells, adder cells take the most area. The vertical die dimension is roughly 210 um. The post-cts resize count is 0.

The final estimated routing congestion in global placement is 0.959. The register share after synthesis is 25.1%. The number of filler instances in the final layout is approximately 3,700.

The flip-flop and latch count after synthesis is 270. The cell-mix breakdown from Yosys lists the simple-gate area share as 16.1%. Per the detail_route report, routed wire per instance is 19.3 um. Per the final report, max-transition violations number 0.

Clock tree synthesis found a total of between 200 and 300 sinks. The level count of the clock H-tree is 2. The area of the placeable core is ~0.042 sq mm. The top cell types in the final layout, fill and taps aside, are 439 x sky130_fd_sc_hd__ha_1, 291 x sky130_fd_sc_hd__nand2_1, 276 x sky130_fd_sc_hd__inv_1. The count of cells in the finished layout, fillers not included, comes to between 3,000 and 4,000. Synthesis produced a netlist whose cell count is roughly 2,700. The chip width is between 200 and 250 um.

STA lists the startpoint of the worst hold path as curr_state[1]. The post-DP HPWL is around 48,000 um. In this run, synthesis inferred 0 flip-flops with an integrated enable. Along the worst hold path, the cell count comes to 1. Across all layers, the routed design uses 19,396 vias. The initial antenna violation count came to 0. The final timing report counts setup violations totalling 0.

Summing the areas of all fa, ha and maj instances in the mapped netlist gives roughly 25% of the synthesized area. Per the synthesis report, the single largest cell type by area occupies between 20% and 30% of cell area. The worst-case reg-to-reg path depth is 12. The maximum resistive drop on vdd is approximately 0.37 mV.

The area reported by Yosys stat is 0.0216 sq mm. The classification of the worst setup path is primary input to output pin. Looking at the reg2reg group, the worst path starts from inQueue[1].

In the log, the iteration count for the first detailed-route pass is 6. The worst path arrival time is just under 5 ns. Counting tap cells, the placed design contains a total of between 3,000 and 4,000 instances. The cell total in the yosys stat output is approximately 2,700.

The main area contributors are sky130_fd_sc_hd__ha_1 25%, sky130_fd_sc_hd__dfxtp_1 25%, sky130_fd_sc_hd__a21oi_1 5.3%, sky130_fd_sc_hd__nand2_1 5.1%, sky130_fd_sc_hd__inv_1 4.8%. The slew of the pin with the lowest slew margin is roughly 1.0 ns. In this run the power spent charging and discharging nets is 2.93 mW. The clock tree from TritonCTS is yes.

Total power normalized to cell area comes to 242 mW/mm^2. According to the I/O placement log, the pin count is 75.
## synthesized netlist by cell type, drive strengths merged (3+ instances only)
cell type and number:
ha 439, nand2 292, inv 276, dfxtp 270, nor2 240, a21oi 227
clkbuf 100, o21ai 99, a21o 87, o211ai 80, nand4 73, o22ai 65
buf 57, a221oi 40, o311ai 36, a221o 35, and3 35, o221ai 34
nand3 27, nor3 17, nor4 17, o21a 16, a211oi 13, nor2b 12
nand2b 11, a2111oi 9, and2 9, and4 9, a22oi 6, o311a 6
or3 6, a211o 5, a21boi 5, or4 5, or2 4, a2bb2oi 3
a31oi 3, nor3b 3, o2111ai 3, o31ai 3
## area by class of cell
class / instances / area (sq um) / area share, %
Sequential cell: 270 / 5410 / 22.9
Clock buffer: 53 / 1020 / 4.31
Tap cell: 539 / 674 / 2.86
Inverter: 276 / 1040 / 4.40
Multi-Input combinational cell: 1999 / 14400 / 61.3
Timing Repair Buffer: 102 / 943 / 4.00
Clock inverter: 6 / 55.1 / 0.234
## logic make-up (layout without fill, tap and decap cells)
group,count (synthesis),count (layout)
AND-OR/OR-AND,790,790
XOR/XNOR,2,2
adder cells (fa/ha/maj),439,439
buffers and inverters,433,437
flip-flops,270,270
multiplexers,1,1
AND/OR/NAND/NOR,767,767
## registers in the layout, indices dropped and copies added, names as in the netlist
name and count:
curr_size 4, inQueue 128, outQueue 128, outQueueValid 4
curr_state 2, inQueueValid 4
## routing by layer
layer,track usage (%),wire [um],vias to the layer above
li1,-,-,9839
met1,47.4,31400,8901
met2,41.7,25400,568
met3,5.53,4230,88
met4,6.52,1710,0
met5,0,0,-
## worst paths after layout
path	end	slack (ns)
worst max register to register	outQueue[59]	6.76
worst max-delay path	o_empty	5.00
worst min-delay path	curr_state[0]	0.44
worst min register to register	curr_state[0]	0.44
## power by group through the flow
| stage | sequential [mW] | clock [mW] | combinational (mW) |
|---|---|---|---|
| finish | 1.17 | 0.999 | 3.53 |
| global route | 1.18 | 1.05 | 3.97 |
| CTS | 1.16 | 1.02 | 3.53 |
## worst max-delay path, cell delays in order
cell	delay [ns]
sky130_fd_sc_hd__clkdlybuf4s50_1	0.64
sky130_fd_sc_hd__inv_1	0.23
sky130_fd_sc_hd__nor2_1	0.30
sky130_fd_sc_hd__a41oi_1	0.18
sky130_fd_sc_hd__xnor2_1	0.16
sky130_fd_sc_hd__or2_2	0.31
sky130_fd_sc_hd__nor2_1	0.09
sky130_fd_sc_hd__clkdlybuf4s50_1	0.46
## through the flow
| step | setup WS (ns) | util (%) |
|---|---|---|
| after floorplan | 6.16 | - |
| after global placement | 5.02 | 53.3 |
| after detailed placement | 4.95 | 53.3 |
| after CTS | 5.03 | 55.8 |
| after global routing | 4.84 | 55.8 |
| final | 5.00 | 55.8 |
Power is estimated from default activity; no workload was simulated.
